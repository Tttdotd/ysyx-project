**flow/run.sh**
```bash
#!/bin/bash
# OpenROAD 26Q1-2900-gdf79404cd8, Yosys 0.63+post, stock flow scripts
make -C /OpenROAD-flow-scripts/flow DESIGN_CONFIG=/design/flow/config.mk WORK_HOME=/design/flow/orfs finish
```
**flow/config.mk**
```make
export PLATFORM = sky130hd
export DESIGN_NAME = top
export DESIGN_NICKNAME = top
export VERILOG_FILES = /design/flow/design.v
export SDC_FILE = /design/flow/constraint.sdc
export NUM_CORES = 4
export LEC_CHECK = 1
export CORE_AREA = 10 10 70 70
export DIE_AREA = 0 0 80 80
```
**flow/constraint.sdc**
```tcl
current_design top

set clk_period 4.5
set clk_io_pct 0.2

create_clock -name clk0 -period $clk_period

set non_clock_inputs [all_inputs -no_clocks]
set_input_delay [expr $clk_period * $clk_io_pct] -clock clk0 $non_clock_inputs
set_output_delay [expr $clk_period * $clk_io_pct] -clock clk0 [all_outputs]
```
**flow/design.v**
```verilog
module adder (
	input	[4-1:0]	a,
	input	[4-1:0]	b,
	input					cin,
	output					zero,
	output	[4-1:0]	result 
);
	assign result = a + b + {3'b000, cin};
	assign zero = ~(|result);
endmodule
module top  (
	input	[4-1:0]	a,
	input	[4-1:0]	b,
	input	[3-1 :0]	op,
	output	[4-1:0]	out
);
	wire	[4-1:0]	result_add;
	wire 	[4-1:0]	result_not;
	wire 	[4-1:0]	result_and;
	wire	[4-1:0]	result_or;
	wire 	[4-1:0]	result_xor;
	wire	[4-1:0]	result_little;
	wire	[4-1:0]	result_equal;
	assign result_not = ~a;
	assign result_and = a & b;
	assign result_or  = a | b;
	assign result_xor = a ^ b;
	wire 	[4-1:0]	b_;
	wire 	zero;
	wire 	cin;
	assign b_ = (cin == 1) ? ~b : b;
	assign cin = (op == 3'b001 |
				  op == 3'b110 |
				  op == 3'b111) ? 1 : 0;
	adder add(
		.a(a),
		.b(b_),
		.cin(cin),
		.zero(zero),
		.result(result_add)
	);
	assign result_little = (result_add[3] == 1) ? 1 : 0;
	assign result_equal  = (zero == 1) ? 1 : 0;
	assign out = (op == 3'b000 | op == 3'b001) ? result_add :
				 (op == 3'b010)				   ? result_not :
				 (op == 3'b011)				   ? result_and :
				 (op == 3'b100)			   	   ? result_or	:
				 (op == 3'b101)				   ? result_xor :
				 (op == 3'b110)				   ? result_little:
				 (op == 3'b111)				   ? result_equal:
				 4'b0000;
endmodule
```
==> Changelog: implementation <==
## Implementation

* Run status: finished, final reports clean
* Area fraction in mux cells at 0
* Clock buffer cells at 0
* Slowest cell on the critical path: clkdlybuf4s50_1
* Die area at 0.00640 sq mm
* Fin. Hold Viols at 0
* Pwr dens at 121 mW/mm^2
* Iteration-0 DRC Markers at 24
* Tcrit/Tclk final at 0.963
* Layout cells sized above 1 at 0.198
* Top non-seq family: AND-OR/OR-AND gates
* Flops at 0
* Die Width at 80 microns
* And+or+nand+nor area frac at 0.229
* AO/OA Area Share at 0.318
* Vias per cell at 4.19
* Initial antenna violation count at 0
* Final instance area at 831 sq um
* DRT antenna net count at 0
* Yosys Warn Count at 0
* Fillers at 379
* Total placed cells including tap cells at 141
* Minimum clock period after layout at 4.34 ns
* Detailed Routing Iterations Pass 1 at 4
* Syn Inst Count at 75
* Xor+xnor area frac at 0.0660
* Startpoint Class: primary input
* Initial core utilization at 0.155
* Yosys stat area at 531 sq um
* Critical path fanouts, max at 3
* Area Overhead vs Synth at 56.6%
* Post-Syn Area at 531 sq um
* Critical path class: primary input to output port
* Fa+ha+maj area frac at 0.274
* Worst-margin pin slew at 0.292 ns
* Leak Pwr at 0.379 nW
* Final setup violating endpoints at 0
* Num ports at 15
* WP buf/inv at 2
* Pin count of the biggest net entering global routing at 14
* Vias in the first global route at 592
* WHS at 2.41 ns
* Crit path DAT at 3.44 ns
* Worst Hold Class: primary input to output port
* GR Overflow Total at 0
* Residual DRC at 0
* Row cnt at 21
* Post-detail-place hpwl at 1200 microns
* WL/cell at 10.2 microns
* Worst path max stage delay at 0.50 ns
* Logic area at 515 sq um
* Storage cell area at 0 sq um
* Core region area at 0.00342 sq mm
* Global-route wire length before repair at 2490 microns
* Via count at 595
* Diodes inserted at 0
* Unique cell types at 29
* Worst setup EP type: output port
* Max_cap viols at 0
* Gr usage total at 0.0456
* Largest area contributor in the netlist: ha_1
* Die Span Y at 80 microns
* Yosys top cell area share at 0.236
* Register area share after synthesis at 0
* Syn Area/Cell at 7.07 sq um
* GP Congestion at 0.867
* Final WL at 1450 microns
* Slew headroom at 0.805
* Layout Cells excl Fill at 142
* CP delay by family, top: simple AND/OR/NAND/NOR gates
* VDD IR max at 0.0345 mV
* Count of tool warnings at 36
* # Cells Yosys at 75
* Worst EP required at 3.60 ns
* Final Max Slew Viols at 0
* Top area cell types: ha_1 (24%), inv_1 (7.8%), a21oi_1 (6.6%), xnor2_1 (5.0%), a22oi_1 (4.2%)
* Port buffer count at 15
* Post-placement cell area at 779 sq um
* Crit path cell chain: dlygate4sd2_1 > or3b_4 > nand2_4 > xnor2_2 > ha_1 > nand4_1 > a221oi_2 > a211o_1 > nand3_1 > o211ai_1 > clkdlybuf4s50_1
* Fmax at 0.231 GHz
## cell usage after synthesis
cell type and count:
a211o_1 1, a21oi_1 7, a221oi_1 1, a22o_1 2, a22oi_1 3, a22oi_2 1
a32oi_2 1, and2_1 2, and3_1 1, and4b_1 1, buf_6 1, clkbuf_1 2
fa_1 1, ha_1 10, inv_1 11, nand2_1 6, nand3_1 1, nand4_1 2
nor2_1 6, nor2_2 1, nor2b_1 2, o211ai_1 1, o21ai_0 2, o22ai_1 2
o31ai_1 1, o32a_1 1, or3b_4 1, xnor2_1 3, xor2_1 1
## path summary, 6_finish.rpt
kind	startpoint	cells past startpoint	endpoint
worst max-delay path	op[1]	11	out[3]
worst min-delay path	op[2]	4	out[0]
## repair_timing
| action | CTS | global route |
|---|---|---|
| hold buffers | 0 | 0 |
| pin swaps | 7 | 12 |
| gates resized | 7 | 4 |
| buffers inserted | 1 | 0 |
| setup endpoints to repair | 2 | 2 |
## where the power goes
part / internal, mW / switching [mW] / leakage [nW] / total [mW]
registers: 0 / 0 / 0 / 0
clock network: 0 / 0 / 0 / 0
logic: 0.0563 / 0.0442 / 0.379 / 0.101
total: 0.0563 / 0.0442 / 0.379 / 0.101
## layer usage
| metal | GRT usage | part of all wire | up-vias |
|---|---|---|---|
| met5 | 0 | 0 | - |
| li1 | - | - | 312 |
| met4 | 0.00176 | 0 | 0 |
| met2 | 0.0867 | 0.54 | 7 |
| met3 | 0.00795 | 0.042 | 0 |
| met1 | 0.0537 | 0.41 | 276 |
## cell usage in the layout (no fill, tap or decap), types with 2 or more instances in the layout
cell type,count
dlygate4sd2_1,3
buf_4,9
xnor2_2,2
inv_1,11
clkdlybuf4s50_1,11
nand2_1,5
nor2b_1,2
and2_1,2
o21ai_0,2
a22o_1,2
nand4_1,2
a21oi_1,6
nor2_1,6
a22oi_1,3
ha_1,9
o22ai_1,2
## logic make-up after synthesis
logic type               count (synthesis)
adder cells (fa/ha/maj)                 11
AND/OR/NAND/NOR                         23
buffers and inverters                   14
XOR/XNOR                                 4
AND-OR/OR-AND                           23
## through the flow
step	worst slack [ns]	power, mW	TNS [ns]	util
2_1_floorplan	0.619	0.0512	0	-
3_3_place_gp	-0.279	0.0910	-0.420	0.228
3_5_place_dp	-0.323	0.0922	-0.509	0.228
4_1_cts	0.000181	0.0965	0	0.234
5_1_grt	-0.00468	0.113	-0.00468	0.243
6_report	0.165	0.101	0	0.243
## layout make-up
cell class,instances,share of cell area
inverter,11,0.0497
multi-input combinational,61,0.620
tap,46,0.0693
timing repair buffer,24,0.261
## worst min-delay path, delay by kind of cell
kind | cells | cell delay [ns]
buffers and inverters | 3 | 0.47
AND-OR/OR-AND | 1 | 0.14
Power figures rest on the tool's default switching activity, not on a simulated workload.
